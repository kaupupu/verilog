==> ./design.v <==
`timescale 1 ps/1 ps
module spi_slave_usb
  ( input             spiclk,    
    input             CS,
    input             SI,    
    output            SO,    
    input             rst,   
    output reg [7:0]  status3_pullup,  
    input [7:0]       status_reg3,
    input [7:0]       status3_clr_tog,
    output reg [7:0] vendor_cmd_buf0,  
    output reg [7:0] vendor_cmd_buf1,  
    output reg [7:0] vendor_cmd_buf2,  
    output reg [7:0] vendor_cmd_buf3,  
    output reg [7:0] vendor_cmd_buf4,  
    output reg [7:0] vendor_cmd_buf5,  
    output reg [7:0] vendor_cmd_buf6,  
    output reg [7:0] vendor_cmd_buf7,  
    output reg [7:0] vendor_cmd_buf8,  
    output reg [7:0] vendor_cmd_buf9,  
    output reg [7:0] vendor_cmd_buf10,  
    output reg [7:0] vendor_cmd_buf11,  
    output reg [7:0] vendor_cmd_buf12,  
    output [63:0] wdata, 
    output sram_wr_start,  
    output reg wr_8byte_done,
    input [63:0] rdata,  
    output sram_rd_start,
    output reg rd_8byte_done,  
    input [7:0] reg_status0,
    input [7:0] reg_status1,
    input [7:0] reg_status2
    );
parameter cnt_bit = 16;  
parameter cnt_byte = 13;  
reg [7:0] SI_shift;  
reg [7:0] SI_buf;
reg SO_o1;  
reg [7:0] SO_buf;
reg [cnt_bit :0] Bit; 
reg [cnt_bit :0] SI_bit_cnt; 
reg [cnt_byte:0] SI_byte_cnt; 
reg [2:0]state; 
reg [2:0]state_next; 
localparam IDLE                 =3'b000;    
localparam READ_CMD             =3'b001; 
localparam STATUS_READ          =3'b010; 
localparam VENDOR_CMD_WRITE     =3'b011;
localparam DATA_WRITE           =3'b100;
localparam DATA_READ            =3'b101;
reg byte_done;  
reg [7:0] cmd_bus; 
reg tran_end;
reg err_cmd;
wire status_rd_mode;
reg [63:0] data;  
wire vendor_wr_mode;
reg [15:0] data_len;  
reg [cnt_byte:0]total_data_bytelen; 
reg [2:0]sram_data_8bit_cnt; 
reg [2:0]sram_data_8byte_cnt; 
reg sram_8byte_done;
reg rd_byte_done;
reg [63:0]data_temp;
reg rd_cmd_end;
assign SO =( (CS==0) && (status_rd_mode==1 || sram_rd_start==1) )? SO_o1 : 1'b0;
always @(posedge spiclk or negedge rst)begin
    if (~rst)begin
        SI_shift <= 8'b0;
    end else begin
            if(CS)
                    SI_shift <= 8'b0;
            else 
                    SI_shift <= {SI_shift[6:0],SI};
        end
end
always @(posedge spiclk or negedge rst)begin
    if (~rst)begin
         SI_bit_cnt  <= 0;
         SI_byte_cnt <= 0;
         SI_buf <=0;
    end else if (CS ==0 )begin
        if (SI_bit_cnt==7)begin
            SI_bit_cnt <= 0;
            if (tran_end==1 || err_cmd==1)begin
                SI_byte_cnt <= 0;
            end else begin
                SI_byte_cnt <= SI_byte_cnt+1;
                SI_buf <=  {SI_shift[6:0],SI};  
            end
        end else begin
            SI_bit_cnt <= SI_bit_cnt+1;
        end
    end
end
always @(posedge spiclk or negedge rst)begin
    if (~rst)
        Bit <= 0;
    else if (tran_end==1 || err_cmd==1) 
        Bit <= 0;
    else if (CS==0)
        Bit <= Bit +1;
end
always @(posedge spiclk or negedge rst)begin
    if (~rst)begin
        cmd_bus <= 8'hff; 
    end else if (Bit == 0)begin  
            cmd_bus <= 8'hff;  
    end else if (Bit == 7 )begin  
            cmd_bus <= {SI_shift[6:0],SI};
    end
end
always @(posedge spiclk or negedge rst)begin
    if (~rst)begin
        state <= IDLE;
    end else begin
        state <= state_next;
    end
end
always @(*)begin  
tran_end =0;
err_cmd =0;
    case(state)
        IDLE:begin
                        if (CS==0)begin
                state_next = READ_CMD;
            end
            else begin
                state_next = IDLE;
            end
        end
                READ_CMD:begin
                        if(Bit==7 && ~SI_shift[3:1]==3'b0)begin
                            err_cmd = 1;
                        end
                        if(Bit==8)begin
                            case(cmd_bus)  
                                8'h00:begin 
                                            state_next = STATUS_READ; 
                                            end
                                8'h10:begin 
                                            state_next = VENDOR_CMD_WRITE; 
                                            end
                                8'h20:begin 
                                            state_next = DATA_WRITE; 
                                            end
                                8'h30:begin 
                                            state_next = DATA_READ; 
                                            end
                                default:begin
                                        state_next = IDLE;
                                        end
                            endcase
                        end
                        else begin
                            state_next = READ_CMD;
                        end
        end      
                STATUS_READ:begin
                        if(Bit==15'h27)begin 
                state_next = IDLE;
                tran_end = 1;
            end else begin               
                state_next = STATUS_READ;
            end
        end
                VENDOR_CMD_WRITE:begin
                        if(Bit==15'h6f)begin  
                state_next = IDLE;
                tran_end = 1;
                        end else begin
                state_next = VENDOR_CMD_WRITE;
            end
        end
                DATA_WRITE:begin  
                        if(SI_byte_cnt == total_data_bytelen && SI_bit_cnt ==7)begin 
                state_next = IDLE;
                tran_end = 1;
            end else begin
                state_next = DATA_WRITE;
            end
        end
        DATA_READ:begin  
                        if(SI_byte_cnt == total_data_bytelen && SI_bit_cnt ==7)begin 
                state_next = IDLE;
                tran_end = 1;
            end else begin 
                state_next = DATA_READ;
            end
        end
        default:begin
                state_next = IDLE;
              end
    endcase
end
assign status_rd_mode = (CS==0 && cmd_bus == 8'h00 )? 1'b1 : 1'b0;
assign vendor_wr_mode = (CS==0 && cmd_bus == 8'h10 )? 1'b1 : 1'b0;
assign sram_wr_start = (CS==0 && cmd_bus == 8'h20 )? 1'b1 : 1'b0;
assign sram_rd_start = (CS==0 && cmd_bus == 8'h30 )? 1'b1 : 1'b0;  
always @(negedge spiclk or negedge rst)begin  
   if (~rst)begin
        SO_o1 <= 0;
   end else begin
        if (status_rd_mode==1 || (sram_rd_start==1 && SI_byte_cnt>2) )  
           SO_o1 <= SO_buf[7-SI_bit_cnt]; 
        else
           SO_o1 <= 0;
   end
end
always @(posedge spiclk or negedge rst)begin 
   if (~rst)begin
        status3_pullup <= 1'b0;
   end else if (vendor_wr_mode==1'b1 && SI_byte_cnt<2)begin
        status3_pullup[0] <= 1'b1;
   end else if (sram_wr_start==1'b1 && SI_byte_cnt<2)begin
        status3_pullup[2] <= 1'b1;
   end else if (sram_rd_start==1'b1 && SI_byte_cnt<2)begin
        status3_pullup[1] <= 1'b1;
   end else begin
        status3_pullup <= 1'b0;
   end
end
always @(posedge spiclk or negedge rst)begin
    if (~rst)begin
         byte_done <=0;
    end else begin
            if (SI_bit_cnt ==6)begin
                byte_done <=1;
            end else begin
                byte_done <=0;
            end
    end
end
always @(posedge spiclk or negedge rst)begin
    if (~rst)begin
        vendor_cmd_buf0 <= 8'hf3;
        vendor_cmd_buf1 <= 8'hf4;
        vendor_cmd_buf2 <= 8'hf5;
        vendor_cmd_buf3 <= 8'hf6;
        vendor_cmd_buf4 <= 8'hf7;
        vendor_cmd_buf5 <= 8'hf8;
        vendor_cmd_buf6 <= 8'hf9;
        vendor_cmd_buf7 <= 8'hfa;
        vendor_cmd_buf8 <= 8'hfb;
        vendor_cmd_buf9 <= 8'hfc;
        vendor_cmd_buf10<= 8'hfd;
        vendor_cmd_buf11<= 8'hfe;
        vendor_cmd_buf12<= 8'hff;
    end else if (vendor_wr_mode==1)begin
        case(SI_byte_cnt[3:0])
            4'b0010: begin
                        vendor_cmd_buf0 <= SI_buf; 
                     end
            4'b0011: vendor_cmd_buf1 <= SI_buf;
            4'b0100: vendor_cmd_buf2 <= SI_buf;
            4'b0101: vendor_cmd_buf3 <= SI_buf;
            4'b0110: vendor_cmd_buf4 <= SI_buf;
            4'b0111: vendor_cmd_buf5 <= SI_buf;
            4'b1000: vendor_cmd_buf6 <= SI_buf;
            4'b1001: vendor_cmd_buf7 <= SI_buf;
            4'b1010: vendor_cmd_buf8 <= SI_buf;
            4'b1011: vendor_cmd_buf9 <= SI_buf;
            4'b1100: vendor_cmd_buf10 <= SI_buf;
            4'b1101: begin vendor_cmd_buf11 <= SI_buf; 
                        if (SI_bit_cnt==7)begin
                            vendor_cmd_buf12 <= {SI_shift[6:0],SI}; 
                        end
                     end
        endcase
    end 
end
always @(posedge spiclk or negedge rst)begin
    if (~rst)begin
        data_len <= 16'h0003;  
    end else if (sram_wr_start==1 || sram_rd_start==1)begin    
        if (SI_byte_cnt==2)
            data_len[15:8] <= SI_buf;
        else if (SI_byte_cnt==3)
            data_len[7:0] <= SI_buf;
    end
end
always @(posedge spiclk or negedge rst)begin
    if (~rst)begin
        total_data_bytelen <= 0;  
    end else if (sram_wr_start==1 ||  sram_rd_start==1)begin
        if (SI_byte_cnt < 3)
            total_data_bytelen <= data_len  + 3; 
        else
            total_data_bytelen <= data_len  + 2; 
    end
end
always @(posedge spiclk or negedge rst)begin  
    if (~rst)begin
        sram_data_8bit_cnt <= 0;
        sram_data_8byte_cnt <= 0;
        sram_8byte_done <= 0;
    end 
    else if (sram_wr_start==1 || sram_rd_start==1)begin  
        if (SI_byte_cnt >=3 ) begin
            sram_data_8bit_cnt <= sram_data_8bit_cnt +1;
            sram_8byte_done <= 0;
            if (sram_data_8bit_cnt ==7)begin
                sram_data_8bit_cnt <=0;
                sram_data_8byte_cnt <= sram_data_8byte_cnt+1;
                if(sram_data_8byte_cnt==7)begin
                    sram_data_8byte_cnt <= 0;
                    sram_8byte_done <= 1;
                end
            end
        end    
    end
end
always @(posedge spiclk or negedge rst)begin
    if (~rst)begin
        wr_8byte_done <= 0;
    end 
    else if(sram_wr_start==1 && SI_byte_cnt > 4 && ((sram_data_8byte_cnt==7 && sram_data_8bit_cnt > 6) || (sram_data_8byte_cnt==0 && sram_data_8bit_cnt < 2)) )begin 
        wr_8byte_done <= 1; 
    end 
    else begin
        wr_8byte_done <= 0;
    end
end
always @(posedge spiclk or negedge rst)begin
    if (~rst)begin
        rd_byte_done <= 0;
        rd_8byte_done <= 0;
    end else if (sram_rd_start==1 && SI_byte_cnt >= 2)begin  
            if (SI_bit_cnt ==6)begin
                rd_byte_done <=1;  
            end 
            else if (sram_rd_start==1 && sram_data_8byte_cnt==6 && sram_data_8bit_cnt<2 && SI_byte_cnt < data_len)begin  
                rd_8byte_done <= 1;
            end
            else begin
                rd_byte_done <=0;
                rd_8byte_done <= 0;
            end
    end
end
always @(posedge spiclk or negedge rst)begin
    if (~rst)begin
        data <= 0;
        data_temp <= 0;
        SO_buf <=0;
    end else if (sram_wr_start==1 && SI_byte_cnt >=3 && SI_bit_cnt==7)begin  
            data <= { {SI_shift[6:0]}, SI, {data[63:8]} };
    end else if (Bit==7)begin
            SO_buf <= reg_status0;  
    end else if (status_rd_mode==1 && byte_done)begin
         case(SI_byte_cnt[2:0])  
             3'b001: SO_buf <= reg_status1;
             3'b010: SO_buf <= reg_status2;
             3'b011: SO_buf <= status_reg3;
             default: SO_buf <= 0;
         endcase
    end else if (sram_rd_start==1)begin 
        if ( (SI_byte_cnt == 2 && SI_bit_cnt ==6) || (sram_data_8byte_cnt==7 && sram_data_8bit_cnt==6 ) )begin 
            data_temp <= rdata;
        end
        else if (SI_byte_cnt >= 2 && rd_byte_done==1 )begin
            SO_buf <= data_temp[8:0];
            data_temp <= data_temp >> 8;
        end
    end
end
assign wdata = data;
endmodule
==> ./run.sh <==
#!/bin/bash
# OpenROAD 26Q1-2900-gdf79404cd8, Yosys 0.63+post, stock flow scripts
make -C /OpenROAD-flow-scripts/flow DESIGN_CONFIG=/design/flow/config.mk WORK_HOME=/design/flow/orfs finish
==> ./config.mk <==
export PLATFORM = sky130hd
export DESIGN_NAME = spi_slave_usb
export DESIGN_NICKNAME = spi_slave_usb
export VERILOG_FILES = /design/flow/design.v
export SDC_FILE = /design/flow/constraint.sdc
export NUM_CORES = 4
export LEC_CHECK = 1
export CORE_UTILIZATION = 40
==> ./constraint.sdc <==
current_design spi_slave_usb

set clk_period 12.0
set clk_io_pct 0.2

create_clock -name clk0 -period $clk_period [get_ports {spiclk}]

set non_clock_inputs [all_inputs -no_clocks]
set_input_delay [expr $clk_period * $clk_io_pct] -clock clk0 $non_clock_inputs
set_output_delay [expr $clk_period * $clk_io_pct] -clock clk0 [all_outputs]
==> summary.txt <==
Results of the flow run.

The total setup violations reported at the end of the flow stands at 0. The critical path data required time stands at 9600 ps. Per the GRT congestion report, total overflow comes to 0. The post-route core utilization stands at 0.519. In this run the cell area of the synthesized design comes to around 17,000 um2. The delay contributed by the slowest stage of the critical path stands at ~540 ps. The total number of H-tree levels stands at 2. The number of gates given a new drive strength after cts stands at 0. Among logic cells in the layout, the one with the most instances is sky130_fd_sc_hd__clkdlybuf4s50_1. The initialized floorplan defines between 70 and 80 standard-cell rows. The highest fanout seen on the critical path stands at 1. The script logs the mean routed wire length per placed instance as ~18 um. Counting every instance in the synthesized netlist gives ~1,400.

The synthesized area per cell stands at between 10 and 15 um2. The remaining antenna violation count after routing stands at 0. The count of clock tree sinks stands at roughly 360. The async set-or-reset flop fraction in the synthesized netlist stands at 1.00. Detailed placement finished with a half-perimeter wire length of about 28,000 um. The max capacitance violation total stands at 0. The global routing report lists met1 layer usage as 0.327. The final layout contains routed wiring with a total length of between 40,000 and 50,000 um. In this run the worst hold path is classified as register to register. The overall die area stands at between 40,000 and 50,000 um2. The clock slew at the register clock pins of the worst setup and hold paths stands at around 60 ps. The most common logic cells in the final layout are 274 x sky130_fd_sc_hd__clkdlybuf4s50_1, 267 x sky130_fd_sc_hd__dfrtp_1, 121 x sky130_fd_sc_hd__mux2_2, 107 x sky130_fd_sc_hd__nand2_1, 93 x sky130_fd_sc_hd__dfstp_2.

The clock reaches the later pin of the worst-skew pair after between 500 and 600 ps. Across all hold checks on the routed design, the worst slack comes to roughly 480 ps. The OpenROAD warning count stands at around 43. The met2 capacity usage during global routing stands at 0.306. The script extracted a total leakage power of between 0.009 and 0.01 uW. Counting the buffers created by CTS gives ~41.

The core region is 41,100 um2. The worst setup path is launched from a register. The initial antenna violation count stands at 1. The total cell area reported by yosys after synthesis stands at approximately 17,000 um2. Per the final report, max-transition violations number 0. For this design, the slowest cell found on the critical path is sky130_fd_sc_hd__clkdlybuf4s50_1. The total power after layout stands at 3050 uW. The worst setup path is captured at an output port. Summed over all failing endpoints, the final setup total negative slack is 0 ps. The via density per instance stands at 5.26. The final estimated routing congestion in global placement stands at about 0.84.

The detailed router placed 11,800 vias in this run. Headroom to the max-slew limit came out at 0.310. The transition time recorded at the tightest slew-check pin is ~1000 ps. The synthesis report names the predominant flop master as sky130_fd_sc_hd__dfrtp_1. In the final layout, the share of cells above drive strength 1 is 0.209. Setup repair after global routing left no endpoint under its margin. The layout-stage area growth over the synthesis result stands at 27.1%. Per STA, the worst path is made up of o21ai_0 -> nor2_1 -> clkdlybuf4s50_1. The cell count after placement stands at roughly 2,200. Summed over all routing layers, the global router reports a total usage of 0.204. In this run the post-CTS setup repair buffer count came out at 0. The horizontal extent of the die stands at slightly above 200 um. The total cells reported by yosys after synthesis stands at 1,420. The Yosys warning count stands at 1. The first-pass iteration count of the detailed router stands at 28. TritonCTS built the clock tree. Counting flops with a built-in enable in the synthesized netlist gives 0. The highest supply drop recorded on VDD is 0.0903 mV. The violation tally recorded at the end of detailed-routing iteration 0 is between 600 and 700. The script parses the final routing iteration and logs DRC violations as 0. The number of buffers added to fix hold violations after cts stands at 0.

Global routing put the most usage on met1. The number of top-level pins stands at around 290. The via count of the first global-routing pass came to approximately 11,000. Clock skew on the completed layout was measured at around 21 ps. For this run, the register share of the synthesized area comes to 0.545.

The register bit count reported by yosys stands at ~360. For met3 alone, demand over resource in global routing was 0.0385. The initial utilization of the core area, before any placement, comes to 0.408. CTS placed an instance of sky130_fd_sc_hd__clkbuf_16 at the clock tree root. The flow ran to the end, and the final reports show no timing, DRC or antenna violations. The die boundary height stands at a little over 200 um. The non-filler instance count after layout stands at approximately 2,200. The arrival time of data at the worst endpoint is listed as about 7600 ps. The final tally of hold violations stands at 0.

Entering global routing, the biggest net connects 85 pins. The first global-routing pass estimated roughly 65,000 um of wire. The critical path is of the register to output port type. The count of distinct cell types in the synthesized netlist stands at around 70. The total power density per cell area stands at roughly 140 nW/um2. The longest clock path from root to sink contains 3 buffers. Port buffering added 275 buffers.
[kinds of logic after synthesis]
group | share of synthesized area
AND-OR/OR-AND | 0.0795
XOR/XNOR | 0.0276
adder cells (fa/ha/maj) | 0.0261
buffers and inverters | 0.0329
flip-flops | 0.545
multiplexers | 0.159
other | 0.000223
AND/OR/NAND/NOR | 0.129
[metrics by stage]
step	setup slack, ps	cell area, um2
after global routing	1840	21300
final	1960	21300
after CTS	1920	21300
after global placement	2000	20000
after floorplan	2750	16800
after detailed placement	2000	20000
[worst max-delay path, delay by kind of cell (launching register included)]
| family | cells | cell delay, ps |
|---|---|---|
| buf+inv | 1 | 540 |
| flops | 1 | 380 |
| simple gates | 1 | 90 |
| compound gates | 1 | 80 |
[state kept, by name (all words and copies together) (netlist names), 14 cells and up]
register / count
data_temp: 64
Bit: 17
data: 64
SI_bit_cnt: 17
total_data_bytelen: 14
data_len: 16
SI_byte_cnt: 14
[cell usage after synthesis (6+ instances only)]
library cell	instances	area, um2
sky130_fd_sc_hd__xor2_1	25	219
sky130_fd_sc_hd__buf_2	17	85.1
sky130_fd_sc_hd__a21oi_2	30	263
sky130_fd_sc_hd__dfstp_2	93	2440
sky130_fd_sc_hd__nor3_1	75	375
sky130_fd_sc_hd__o211ai_1	8	60.1
sky130_fd_sc_hd__and3_1	19	119
sky130_fd_sc_hd__clkbuf_1	40	150
sky130_fd_sc_hd__ha_1	35	438
sky130_fd_sc_hd__inv_1	32	120
sky130_fd_sc_hd__nand3_1	31	155
sky130_fd_sc_hd__buf_6	8	90.1
sky130_fd_sc_hd__mux2_2	121	1360
sky130_fd_sc_hd__a21oi_1	43	215
sky130_fd_sc_hd__a31oi_1	9	56.3
sky130_fd_sc_hd__mux2i_1	59	591
sky130_fd_sc_hd__or4_1	6	45.0
sky130_fd_sc_hd__o31ai_1	8	60.1
sky130_fd_sc_hd__mux2_1	60	676
sky130_fd_sc_hd__a222oi_1	8	80.1
sky130_fd_sc_hd__nor2b_1	13	81.3
sky130_fd_sc_hd__nor2_1	70	263
sky130_fd_sc_hd__o21ai_0	51	255
sky130_fd_sc_hd__nand2b_1	10	62.6
sky130_fd_sc_hd__a21o_1	6	45.0
sky130_fd_sc_hd__xnor2_1	28	245
sky130_fd_sc_hd__buf_4	11	82.6
sky130_fd_sc_hd__or3_1	11	68.8
sky130_fd_sc_hd__a22o_1	8	70.1
sky130_fd_sc_hd__and2_1	9	56.3
sky130_fd_sc_hd__nand2_1	107	402
sky130_fd_sc_hd__dfrtp_1	267	6680
sky130_fd_sc_hd__nor4_1	14	87.6
sky130_fd_sc_hd__nand4_1	17	106
[power breakdown]
group          leakage (uW)  switching [uW]  internal, uW
logic               0.00407             196           175
clock network      0.000667             496           740
registers           0.00455             136          1300
total               0.00928             828          2220
[metal layers]
layer	up-vias	routed length (um)
met5	-	0
li1	5622	-
met1	5851	19200
met2	293	19100
met4	0	800
met3	51	2320
[worst paths after layout]
path	start	endpoint	slack (ps)	cells past startpoint
hold / removal	data[3]$_DFFE_PN0P_	data[3]$_DFFE_PN0P_	480	1
setup / recovery	SO_o1$_DFF_NN0_	SO	1960	3
setup reg to reg	SI_byte_cnt[11]$_DFFE_PN0P_	SO_o1$_DFF_NN0_	3940	5
max in group asynchronous	rst	SO_o1$_DFF_NN0_	3800	1
hold reg to reg	data[3]$_DFFE_PN0P_	data[3]$_DFFE_PN0P_	480	1
min in group asynchronous	rst	data[28]$_DFFE_PN0P_	1830	1
[cell type report]
type                            count  area, um2
Clock inverter                     10       86.3
Clock buffer                       64       1250
Multi-Input combinational cell    949       7130
Sequential cell                   361       9150
Tap cell                          532        666
Fill cell                        3585      19800
Inverter                           32        120
Timing Repair Buffer              299       2940
Antenna cell                        1       2.50
Power is estimated from default activity; no workload was simulated.
