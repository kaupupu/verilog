[config.mk]
export PLATFORM = sky130hd
export DESIGN_NAME = sram_ctrl_CPU
export DESIGN_NICKNAME = sram_ctrl_CPU
export VERILOG_FILES = /design/flow/design.v
export SDC_FILE = /design/flow/constraint.sdc
export NUM_CORES = 4
export LEC_CHECK = 1
export CORE_UTILIZATION = 30
[constraint.sdc]
current_design sram_ctrl_CPU

set clk_period 4.4
set clk_io_pct 0.2

create_clock -name clk0 -period $clk_period [get_ports {cpu_clk}]

set non_clock_inputs [all_inputs -no_clocks]
set_input_delay [expr $clk_period * $clk_io_pct] -clock clk0 $non_clock_inputs
set_output_delay [expr $clk_period * $clk_io_pct] -clock clk0 [all_outputs]
[design.v]
`timescale 1 ps/1 ps
module sram_ctrl_CPU(
    input CS,
    input sram_wr_start,
    input [63:0]wdata,
    input wr_8byte_done,
    input sram_rd_start,
    input rd_8byte_done,
    input cpu_clk,
    input rstb,
    output CEN,
    output [7:0] WEN,
    output [16:0]A, 
    output [63:0]D, 
    input  [63:0]Q,  
    input ready,  
    input [7:0]wr_start_addr_HS,
    input [7:0]wr_start_addr_H, 
    input [7:0]wr_start_addr_L, 
    input [7:0]rd_start_addr_HS, 
    input [7:0]rd_start_addr_H, 
    input [7:0]rd_start_addr_L,
    output reg[63:0]rdata_cpu_sram 
);
reg sync_sram_wr_start_ff1;
reg sync_sram_wr_start_ff2;
reg sync_sram_wr_start_ff3; 
reg sync_wr_8byte_done_ff1;
reg sync_wr_8byte_done_ff2;
reg sync_wr_8byte_done_ff3; 
reg sync_sram_rd_start_ff1;
reg sync_sram_rd_start_ff2;
reg sync_sram_rd_start_ff3; 
reg sync_rd_8byte_done_ff1;
reg sync_rd_8byte_done_ff2;
reg sync_rd_8byte_done_ff3; 
reg wr_pulse_A;
reg wr_pulse_B;
wire wr_pulse;
reg rd_pulse_A;
reg rd_pulse_B;
reg rd_pulse_C; 
wire rd_pulse;
reg [13:0] wen_cnt; 
reg [16:0] A_temp_wr;
reg [16:0] A_temp_rd;
wire [16:0] A_wr_start;
wire [16:0] A_rd_start;
reg A_wr_keep; 
reg A_rd_keep;
reg [4:0]era_sram_rd_start_cnt;
always @(posedge cpu_clk or negedge rstb)begin
    if(rstb==0)
         era_sram_rd_start_cnt <=0;
    else if (CS==1)
         era_sram_rd_start_cnt <=0;
    else if (CS==0)
         era_sram_rd_start_cnt <= era_sram_rd_start_cnt+1;
end
always @(posedge cpu_clk or negedge rstb)begin
    if(rstb==0)
         sync_sram_wr_start_ff1 <=0;
    else
         sync_sram_wr_start_ff1 <= sram_wr_start;
end
always @(posedge cpu_clk or negedge rstb)begin
    if(rstb==0)
         sync_sram_wr_start_ff2 <=0;
    else
         sync_sram_wr_start_ff2 <= sync_sram_wr_start_ff1;
end
always @(posedge cpu_clk or negedge rstb)begin
    if(rstb==0)
         sync_sram_wr_start_ff3 <=0;
    else
         sync_sram_wr_start_ff3 <= sync_sram_wr_start_ff2;
end
always @(posedge cpu_clk or negedge rstb)begin
    if(rstb==0)
         sync_wr_8byte_done_ff1 <=0;
    else 
         sync_wr_8byte_done_ff1 <= wr_8byte_done;
end
always @(posedge cpu_clk or negedge rstb)begin
    if(rstb==0)
         sync_wr_8byte_done_ff2 <=0;
    else
         sync_wr_8byte_done_ff2 <= sync_wr_8byte_done_ff1;
end
always @(posedge cpu_clk or negedge rstb)begin
    if(rstb==0)
         sync_wr_8byte_done_ff3 <=0;
    else
         sync_wr_8byte_done_ff3 <= sync_wr_8byte_done_ff2;
end
always @(posedge cpu_clk or negedge rstb)begin
    if(rstb==0)
         sync_sram_rd_start_ff1 <=0;
    else if (era_sram_rd_start_cnt>3) 
         sync_sram_rd_start_ff1 <= sram_rd_start;
end
always @(posedge cpu_clk or negedge rstb)begin
    if(rstb==0)
         sync_sram_rd_start_ff2 <=0;
    else
         sync_sram_rd_start_ff2 <= sync_sram_rd_start_ff1;
end
always @(posedge cpu_clk or negedge rstb)begin
    if(rstb==0)
         sync_sram_rd_start_ff3 <=0;
    else
         sync_sram_rd_start_ff3 <= sync_sram_rd_start_ff2;
end
always @(posedge cpu_clk or negedge rstb)begin
    if(rstb==0)
         sync_rd_8byte_done_ff1 <=0;
    else
         sync_rd_8byte_done_ff1 <= rd_8byte_done;
end
always @(posedge cpu_clk or negedge rstb)begin
    if(rstb==0)
         sync_rd_8byte_done_ff2 <=0;
    else
         sync_rd_8byte_done_ff2 <= sync_rd_8byte_done_ff1;
end
always @(posedge cpu_clk or negedge rstb)begin
    if(rstb==0)
         sync_rd_8byte_done_ff3 <=0;
    else
         sync_rd_8byte_done_ff3 <= sync_rd_8byte_done_ff2;
end
always @(*)begin
    if (sync_wr_8byte_done_ff2 ==1 && sync_wr_8byte_done_ff3==0)
        wr_pulse_A =1;
    else
        wr_pulse_A =0;
end
always @(posedge cpu_clk or negedge rstb)begin
    if(rstb==0)
        wr_pulse_B <= 0;
    else if (ready == 0 && wr_pulse ==1) 
        wr_pulse_B <= 1; 
    else if (ready == 1)
        wr_pulse_B <= 0; 
end
assign wr_pulse = wr_pulse_A | wr_pulse_B;
always @(*)begin
    if ((sync_sram_rd_start_ff2 ==1 && sync_sram_rd_start_ff3 ==0) || (sync_rd_8byte_done_ff2 ==0 &&sync_rd_8byte_done_ff3 ==1))
        rd_pulse_A =1;
    else
        rd_pulse_A =0;
end
always @(posedge cpu_clk or negedge rstb)begin
    if(rstb==0)
        rd_pulse_B <= 0;
    else if (ready == 0 && rd_pulse ==1) 
        rd_pulse_B <= 1; 
    else if (ready == 1)
        rd_pulse_B <= 0;
end
assign rd_pulse = rd_pulse_A | rd_pulse_B;
assign CEN = (wr_pulse | rd_pulse) ? 1'b0 : 1'b1;  
assign WEN = wr_pulse==1'b1 ?  8'h00: 
             rd_pulse==1'b1 ?  8'hff: 8'hff;
assign A_wr_start = {{wr_start_addr_HS[0]},{wr_start_addr_H},{wr_start_addr_L}};
assign A_rd_start = {{rd_start_addr_HS[0]},{rd_start_addr_H},{rd_start_addr_L}};
always @(posedge cpu_clk or negedge rstb)begin
    if(rstb==0)begin
            wen_cnt <= 0;
    end else begin
            if(CS==1)begin
                wen_cnt <= 0;
            end else if(CEN==0 && rd_pulse_B==1)begin
                wen_cnt <= wen_cnt +1;
            end
    end
end
always @(posedge cpu_clk or negedge rstb)begin
    if(rstb==0)begin
        A_wr_keep <= 0;
    end else if (sync_sram_wr_start_ff3 ==1) begin
        A_wr_keep <= 1;
    end
end
always @(posedge cpu_clk or negedge rstb)begin
    if(rstb==0)begin
            A_temp_wr <= 0;
    end else begin
        if (A_wr_start!=1'b0 && wen_cnt==14'b0 && wr_pulse==1'b0 && A_wr_keep==1'b0 )begin 
            A_temp_wr <= A_wr_start;
        end else if (wr_pulse && ready==1)begin 
            A_temp_wr <= A_temp_wr + 8;
        end
    end
end
always @(posedge cpu_clk or negedge rstb)begin
    if(rstb==0)begin
        A_rd_keep <= 0;
    end else if (sync_sram_rd_start_ff3 ==1) begin
        A_rd_keep <= 1;
    end
end
always @(posedge cpu_clk or negedge rstb)begin
    if(rstb==0)begin
            A_temp_rd <= 0;
    end else begin
        if (A_rd_start!=1'b0 && wen_cnt==14'b0 && rd_pulse==1'b0 && A_rd_keep==1'b0 )begin 
            A_temp_rd <= A_rd_start;
        end else if (rd_pulse_B==1'b1 && ready==1)begin 
            A_temp_rd <= A_temp_rd + 8;
        end
    end
end
assign A = (wr_pulse) ? A_temp_wr : 
           (rd_pulse) ? A_temp_rd   : 20'h0; 
assign D = wr_pulse ? wdata : 0;
always @(posedge cpu_clk or negedge rstb)begin
    if(rstb==0)
         rd_pulse_C <=0;
    else
         rd_pulse_C <= rd_pulse_B ;
end
always @(posedge cpu_clk or negedge rstb)begin
    if(rstb==0)begin
            rdata_cpu_sram  <= 0;
    end else begin
        if (rd_pulse_C == 1)
            rdata_cpu_sram  <= Q;
    end
end
endmodule
[run.sh]
#!/bin/bash
# OpenROAD 26Q1-2900-gdf79404cd8, Yosys 0.63+post, stock flow scripts
make -C /OpenROAD-flow-scripts/flow DESIGN_CONFIG=/design/flow/config.mk WORK_HOME=/design/flow/orfs finish
==> reports/qor.txt <==
Logic cell area = 2870 um^2
Yosys top cell area share = 0.521
cell taking the most area after synthesis = dfrtp_1
Skew-Pair Late Insertion Delay = 0.41 ns
final number of hold-violating endpoints = 0
Post-Syn Instances = 601
Critical Path Start = sync_wr_8byte_done_ff2
global route overflow = 0
CP max FO = 15
Yosys chip area = 6430 um^2
post-cts repair resize count = 0
TritonCTS Sinks = 134
register share of total power = 0.395
Critical Path RT = 3.52 ns
Hold/Removal Path Class = flip-flop to flip-flop
DR DRC count = 0
tool warnings = 40
die area = 22000 um^2
setup violators final = 0
Synthesis Warnings = 1
Detail Route Antenna Nets = 0
Post-synth seq share = 0.521
Pint = 0.00354 W
Hold-fix buffers, CTS = 0
CP peak stage delay = 0.51 ns
Max-Cap Viols = 0
synthesized area = 6430 um^2
Setup Fix Bufs, Post-CTS = 0
core region area = 21000 um^2
WP data arrival = 2.65 ns
crit path kind = flip-flop to output port
fin area = 10500 um^2
RSZ-0062 raised after global routing = false
Syn-to-layout area delta = 63.2%
die x size = 148 um
Post-synth top cells = dfrtp_1, mux2_2, nand2_1, and2_1, nor2_1
drt initial violations = 281
Netlist cell types = 44
Final WS setup = 0.874 ns
Synth top cell by count = dfrtp_1
Highest Clock Rate = 284 MHz
Worst Setup End Kind = output port
hold path start = sync_rd_8byte_done_ff1
async set-reset flop share out of synthesis = 1.00
DP HPWL = 14.9 mm
Pins Over Slew Limit = 0
final std cells w/o fill = 1201
fin crit period = 3.53 ns
Post-Route WL = 19.5 mm
All-Layer GR Usage = 0.185
Reg area = 3350 um^2
ys flop type = dfrtp_1
CTS max path bufs = 2
status = complete, no violations
drt pass-1 iters = 5
CTS tree = yes
placer's final routability congestion estimate = 0.855
R2R Path Start = wen_cnt[0]
# rows = 53
largest net degree at the start of global routing = 84
vias in the first global route = 5430
DP Worst Slack = 1.16 ns
fin crit share = 0.801
first-pass GRT wire length = 29.9 mm
routed len/inst = 16.2 um
detail-routed via count per cell = 4.57
top-level port count = 338
Worst-Margin Slew = 0.755 ns
Die Height = 148 um
Design Power = 0.00479 W
Worst-path clk slew = 0.06 ns
top cells, area = dfrtp_1, mux2_2, and2_1
Synthesized registers = 134
CTS H-tree lvls = 4
Post-synth EDFFs = 0
Slew HR = 0.497
cts bufs inserted = 17
Avg Inst Size Synth = 10.7 um^2
PwrDens = 456 nW/um^2
clk root buf = clkbuf_16
ys cells = 601
number of I/O port buffers = 323
Setup TNS = 0 ns
Final Skew = 0.00864 ns
Worst VDD drop = 0.000270 V
Psw = 0.00124 W
share of cells above drive strength 1 = 0.129
fill cell count = 1911
kind of start point of the critical path = flip-flop
worst path bufs/invs = 3
Vias = 5485
placement-stage cell area = 9900 um^2
clock network fraction of total power = 0.295
Comb pwr share = 0.310
Sw Ratio = 0.260
FP Util = 0.306
DP Cell Count = 1166
LEAKAGE = 4.20 nW
critical path's slowest cell = clkdlybuf4s50_1
critical path's top delay family = buffers and inverters
antenna violations before repair = 3
critical-path cell list = nor2b_1 -> or2_2 -> inv_1 -> buf_4 -> nand2_1 -> o21ai_0 -> clkdlybuf4s50_1
## power by group through the flow
stage         combinational [W]  sequential (W)  clock (W)
CTS                     0.00151         0.00189    0.00145
global route            0.00163         0.00195    0.00151
finish                  0.00149         0.00189    0.00141
## state kept, by name (all words and copies together), names as in the netlist, 5 cells and up
signal and count:
A_temp_rd 17, wen_cnt 14, rdata_cpu_sram 64, era_sram_rd_start_cnt 5
A_temp_wr 17
## per-layer routing
metal,global-route usage,wire (um),vias up
li1,-,-,2672
met1,0.235,7370,2595
met2,0.327,10400,201
met3,0.0423,1340,17
met4,0.0366,382,0
met5,0,0,-
## cells in the final DEF, fill, tap and decap left out, types with 16 or more instances in the layout
cell	synthesis	final
nand2_1	71	71
dfrtp_1	134	133
nand3_1	18	18
o21ai_0	25	25
mux2_2	71	71
and2_1	68	68
clkbuf_16	0	17
xnor2_1	16	16
xor2_1	17	17
nor2_1	37	37
clkdlybuf4s50_1	0	322
## kinds of logic (layout without fill, tap and decap cells)
family / Yosys count / after routing / share of synthesized area
AND-OR/OR-AND: 60 / 60 / 0.0648
XOR/XNOR: 33 / 33 / 0.0449
adder cells (fa/ha/maj): 5 / 5 / 0.00973
buffers and inverters: 48 / 370 / 0.0352
flip-flops: 134 / 134 / 0.521
multiplexers: 72 / 72 / 0.126
other: 0 / 3 / 0
AND/OR/NAND/NOR: 249 / 249 / 0.198
## through the flow
stage	hold WS, ns	util
4_1_cts	0.349	0.499
6_report	0.347	0.499
3_3_place_gp	0.337	0.471
2_1_floorplan	0.331	-
5_1_grt	0.360	0.499
3_5_place_dp	0.335	0.471
## cell type report
type,instances,share of cell area
flip-flops and latches,134,0.320
repair buffers,330,0.314
multi-input cells,419,0.273
clock buffers,20,0.0426
well taps,275,0.0328
clock inverters,12,0.0138
inverters,8,0.00286
diodes,3,0.000715
## worst paths after layout
check                                         endpoint  slack (ns)  depth (start not counted)
worst max register to register           A_temp_rd[12]        1.53                          7
worst min register to register  sync_rd_8byte_done_ff2        0.35                          0
max in group asynchronous                   rd_pulse_C        3.16                          2
min in group asynchronous                 A_temp_rd[9]        0.44                          1
worst min-delay path            sync_rd_8byte_done_ff2        0.35                          0
worst max-delay path                             A[10]        0.87                          7
Power is estimated from default activity; no workload was simulated.
