==> design/flow/design.v <==
module reg_spi_slave_reg (
output reg [ 7: 0] reg_rdata_address_H,
output reg [ 7: 0] reg_rdata_address_HS,
output reg [ 7: 0] reg_rdata_address_L,
output reg [ 7: 0] reg_status0,
output reg [ 7: 0] reg_status1,
output reg [ 7: 0] reg_status2,
output reg [ 7: 0] reg_wdata_address_H,
output reg [ 7: 0] reg_wdata_address_HS,
output reg [ 7: 0] reg_wdata_address_L,
output reg [ 7: 0] reg_status3_clr,
input [ 7: 0] reg_status3,
input [ 7: 0] reg_vnedor_cmd0,
input [ 7: 0] reg_vnedor_cmd1,
input [ 7: 0] reg_vnedor_cmd10,
input [ 7: 0] reg_vnedor_cmd11,
input [ 7: 0] reg_vnedor_cmd12,
input [ 7: 0] reg_vnedor_cmd2,
input [ 7: 0] reg_vnedor_cmd3,
input [ 7: 0] reg_vnedor_cmd4,
input [ 7: 0] reg_vnedor_cmd5,
input [ 7: 0] reg_vnedor_cmd6,
input [ 7: 0] reg_vnedor_cmd7,
input [ 7: 0] reg_vnedor_cmd8,
input [ 7: 0] reg_vnedor_cmd9,
input         cpu_clk,
input         presetn,
input  [11:0] paddr,
input         pwrite,
input         psel,
input         penable,
input  [2:0]  pprot,     
input  [0:0]  pstrb,     
input  [7:0] pwdata,    
input         pready_ack,
output reg  [7:0] prdata,
output reg         pready,
output reg         pslverr
);
parameter RD=0;
parameter REG_SPI_SLAVE_REG_SPI_CFG_0 = 12'h0;
parameter REG_SPI_SLAVE_REG_SPI_CFG_1 = 12'h1;
parameter REG_SPI_SLAVE_REG_SPI_CFG_2 = 12'h2;
parameter REG_SPI_SLAVE_REG_SPI_CFG_3 = 12'h3;
parameter REG_SPI_SLAVE_REG_SPI_CFG_4 = 12'h4;
parameter REG_SPI_SLAVE_REG_SPI_CFG_5 = 12'h5;
parameter REG_SPI_SLAVE_REG_SPI_CFG_6 = 12'h6;
parameter REG_SPI_SLAVE_REG_SPI_CFG_7 = 12'h7;
parameter REG_SPI_SLAVE_REG_SPI_CFG_8 = 12'h8;
parameter REG_SPI_SLAVE_REG_SPI_CFG_9 = 12'h9;
parameter REG_SPI_SLAVE_REG_SPI_CFG_10 = 12'ha;
parameter REG_SPI_SLAVE_REG_SPI_CFG_11 = 12'hb;
parameter REG_SPI_SLAVE_REG_SPI_CFG_12 = 12'hc;
parameter REG_SPI_SLAVE_REG_SPI_CFG_13 = 12'hd;
parameter REG_SPI_SLAVE_REG_SPI_CFG_14 = 12'he;
parameter REG_SPI_SLAVE_REG_SPI_CFG_15 = 12'hf;
parameter REG_SPI_SLAVE_REG_SPI_CFG_16 = 12'h10;
parameter REG_SPI_SLAVE_REG_SPI_CFG_17 = 12'h11;
parameter REG_SPI_SLAVE_REG_SPI_CFG_18 = 12'h12;
parameter REG_SPI_SLAVE_REG_SPI_CFG_19 = 12'h13;
parameter REG_SPI_SLAVE_REG_SPI_CFG_20 = 12'h14;
parameter REG_SPI_SLAVE_REG_SPI_CFG_21 = 12'h15;
parameter REG_SPI_SLAVE_REG_SPI_CFG_22 = 12'h16;
parameter REG_STATUS0_INIT = 8'hf0;
parameter REG_STATUS1_INIT = 8'hf1;
parameter REG_STATUS2_INIT = 8'hf2;
parameter REG_STATUS3_INIT = 8'h06;
parameter REG_VNEDOR_CMD0_INIT = 8'hf3;
parameter REG_VNEDOR_CMD1_INIT = 8'hf4;
parameter REG_VNEDOR_CMD2_INIT = 8'hf5;
parameter REG_VNEDOR_CMD3_INIT = 8'hf6;
parameter REG_VNEDOR_CMD4_INIT = 8'hf7;
parameter REG_VNEDOR_CMD5_INIT = 8'hf8;
parameter REG_VNEDOR_CMD6_INIT = 8'hf9;
parameter REG_VNEDOR_CMD7_INIT = 8'hfa;
parameter REG_VNEDOR_CMD8_INIT = 8'hfb;
parameter REG_VNEDOR_CMD9_INIT = 8'hfc;
parameter REG_VNEDOR_CMD10_INIT = 8'hfd;
parameter REG_VNEDOR_CMD11_INIT = 8'hfe;
parameter REG_VNEDOR_CMD12_INIT = 8'hff;
parameter REG_WDATA_ADDRESS_HS_INIT = 8'h1;
parameter REG_WDATA_ADDRESS_H_INIT = 8'h2;
parameter REG_WDATA_ADDRESS_L_INIT = 8'h3;
parameter REG_RDATA_ADDRESS_HS_INIT = 8'h1;
parameter REG_RDATA_ADDRESS_H_INIT = 8'h2;
parameter REG_RDATA_ADDRESS_L_INIT = 8'h3;
reg pready_pre;
wire rdata_en = psel & ~pwrite;
wire rd_en    = penable & psel & ~pwrite & pready_pre;
wire wr_en = psel & pwrite & ~penable;
wire wr_en_mask = wr_en;
wire [7:0] pwstrb_mask = {{8{pstrb[0]}}};
wire [7:0] pwstrb_mask_pwdata = pwstrb_mask[7:0] & pwdata[7:0];
wire en_addr_0000 = (paddr[11:0] == REG_SPI_SLAVE_REG_SPI_CFG_0) & wr_en;
wire en_addr_0001 = (paddr[11:0] == REG_SPI_SLAVE_REG_SPI_CFG_1) & wr_en;
wire en_addr_0002 = (paddr[11:0] == REG_SPI_SLAVE_REG_SPI_CFG_2) & wr_en;
wire en_addr_0003 = (paddr[11:0] == REG_SPI_SLAVE_REG_SPI_CFG_3) & wr_en;
wire en_addr_0004 = (paddr[11:0] == REG_SPI_SLAVE_REG_SPI_CFG_4) & wr_en;
wire en_addr_0005 = (paddr[11:0] == REG_SPI_SLAVE_REG_SPI_CFG_5) & wr_en;
wire en_addr_0006 = (paddr[11:0] == REG_SPI_SLAVE_REG_SPI_CFG_6) & wr_en;
wire en_addr_0007 = (paddr[11:0] == REG_SPI_SLAVE_REG_SPI_CFG_7) & wr_en;
wire en_addr_0008 = (paddr[11:0] == REG_SPI_SLAVE_REG_SPI_CFG_8) & wr_en;
wire en_addr_0009 = (paddr[11:0] == REG_SPI_SLAVE_REG_SPI_CFG_9) & wr_en;
wire en_addr_000a = (paddr[11:0] == REG_SPI_SLAVE_REG_SPI_CFG_10) & wr_en;
wire en_addr_000b = (paddr[11:0] == REG_SPI_SLAVE_REG_SPI_CFG_11) & wr_en;
wire en_addr_000c = (paddr[11:0] == REG_SPI_SLAVE_REG_SPI_CFG_12) & wr_en;
wire en_addr_000d = (paddr[11:0] == REG_SPI_SLAVE_REG_SPI_CFG_13) & wr_en;
wire en_addr_000e = (paddr[11:0] == REG_SPI_SLAVE_REG_SPI_CFG_14) & wr_en;
wire en_addr_000f = (paddr[11:0] == REG_SPI_SLAVE_REG_SPI_CFG_15) & wr_en;
wire en_addr_0010 = (paddr[11:0] == REG_SPI_SLAVE_REG_SPI_CFG_16) & wr_en;
wire en_addr_0011 = (paddr[11:0] == REG_SPI_SLAVE_REG_SPI_CFG_17) & wr_en;
wire en_addr_0012 = (paddr[11:0] == REG_SPI_SLAVE_REG_SPI_CFG_18) & wr_en;
wire en_addr_0013 = (paddr[11:0] == REG_SPI_SLAVE_REG_SPI_CFG_19) & wr_en;
wire en_addr_0014 = (paddr[11:0] == REG_SPI_SLAVE_REG_SPI_CFG_20) & wr_en;
wire en_addr_0015 = (paddr[11:0] == REG_SPI_SLAVE_REG_SPI_CFG_21) & wr_en;
wire en_addr_0016 = (paddr[11:0] == REG_SPI_SLAVE_REG_SPI_CFG_22) & wr_en;
reg [7:0] prdata_p;
reg        pslverr_p;
always@* begin : REG_PRDATA
    pslverr_p = 1'b0;
    case(paddr[11:0])
      REG_SPI_SLAVE_REG_SPI_CFG_0  : prdata_p =  {reg_status0[7:0]} ;
      REG_SPI_SLAVE_REG_SPI_CFG_1  : prdata_p =  {reg_status1[7:0]} ;
      REG_SPI_SLAVE_REG_SPI_CFG_2  : prdata_p =  {reg_status2[7:0]} ;
      REG_SPI_SLAVE_REG_SPI_CFG_3  : prdata_p =  {reg_status3[7:0]} ;
      REG_SPI_SLAVE_REG_SPI_CFG_4  : prdata_p =  {reg_vnedor_cmd0[7:0]} ;
      REG_SPI_SLAVE_REG_SPI_CFG_5  : prdata_p =  {reg_vnedor_cmd1[7:0]} ;
      REG_SPI_SLAVE_REG_SPI_CFG_6  : prdata_p =  {reg_vnedor_cmd2[7:0]} ;
      REG_SPI_SLAVE_REG_SPI_CFG_7  : prdata_p =  {reg_vnedor_cmd3[7:0]} ;
      REG_SPI_SLAVE_REG_SPI_CFG_8  : prdata_p =  {reg_vnedor_cmd4[7:0]} ;
      REG_SPI_SLAVE_REG_SPI_CFG_9  : prdata_p =  {reg_vnedor_cmd5[7:0]} ;
      REG_SPI_SLAVE_REG_SPI_CFG_10 : prdata_p =  {reg_vnedor_cmd6[7:0]} ;
      REG_SPI_SLAVE_REG_SPI_CFG_11 : prdata_p =  {reg_vnedor_cmd7[7:0]} ;
      REG_SPI_SLAVE_REG_SPI_CFG_12 : prdata_p =  {reg_vnedor_cmd8[7:0]} ;
      REG_SPI_SLAVE_REG_SPI_CFG_13 : prdata_p =  {reg_vnedor_cmd9[7:0]} ;
      REG_SPI_SLAVE_REG_SPI_CFG_14 : prdata_p =  {reg_vnedor_cmd10[7:0]} ;
      REG_SPI_SLAVE_REG_SPI_CFG_15 : prdata_p =  {reg_vnedor_cmd11[7:0]} ;
      REG_SPI_SLAVE_REG_SPI_CFG_16 : prdata_p =  {reg_vnedor_cmd12[7:0]} ;
      REG_SPI_SLAVE_REG_SPI_CFG_17 : prdata_p =  {reg_wdata_address_HS[7:0]} ;
      REG_SPI_SLAVE_REG_SPI_CFG_18 : prdata_p =  {reg_wdata_address_H[7:0]} ;
      REG_SPI_SLAVE_REG_SPI_CFG_19 : prdata_p =  {reg_wdata_address_L[7:0]} ;
      REG_SPI_SLAVE_REG_SPI_CFG_20 : prdata_p =  {reg_rdata_address_HS[7:0]} ;
      REG_SPI_SLAVE_REG_SPI_CFG_21 : prdata_p =  {reg_rdata_address_H[7:0]} ;
      REG_SPI_SLAVE_REG_SPI_CFG_22 : prdata_p =  {reg_rdata_address_L[7:0]} ;
      default:begin
          prdata_p = 8'h00;
          pslverr_p = 1'b0;
          // synopsys translate_off
            #0;
            if (psel & (wr_en | rdata_en)) begin
              $display($stime, ":[RegBank Report]:ERROR! %0s invalid address:0x%04h at %m", (pwrite) ? "WRITE" : "READ", paddr);
            end
          // synopsys translate_on
        end
    endcase
end
always @(posedge cpu_clk or negedge presetn)
begin:blk_prdata_pslverr
  if(~presetn) begin
    prdata <= #RD 8'h0;
  end
  else if(rdata_en) begin
    prdata <= #RD prdata_p;
  end
end
always @(posedge cpu_clk or negedge presetn) 
begin:blk_pready_pre
  if(~presetn)
    pready_pre <= #RD 1'b0;
  else if(psel & !penable)
    pready_pre <= #RD 1'b1;
  else
    pready_pre <= #RD 1'b0;
end
always @(posedge cpu_clk or negedge presetn) 
begin:blk_pready_pslverr
  if(~presetn) begin
    pready  <= #RD 1'b1;
    pslverr <= #RD 1'b1;
  end
  else if(pready) begin
    pready  <= #RD 1'b0;
    pslverr <= #RD 1'b0;
  end
  else if(psel & pready_ack) begin
    pready  <= #RD 1'b1;
    pslverr <= #RD pslverr_p;
  end
end
always @(posedge cpu_clk or negedge presetn)
begin:addr_h0_blk_SPI_CFG_0
  if(~presetn) begin
    reg_status0[7:0] <= #RD REG_STATUS0_INIT[7:0];
  end
  else if(en_addr_0000) begin
    reg_status0[7:0] <= #RD (~pwstrb_mask[7:0] & reg_status0[7:0]) |  pwstrb_mask_pwdata[7:0]; 
  end
end
always @(posedge cpu_clk or negedge presetn)
begin:addr_h1_blk_SPI_CFG_1
  if(~presetn) begin
    reg_status1[7:0] <= #RD REG_STATUS1_INIT[7:0];
  end
  else if(en_addr_0001) begin
    reg_status1[7:0] <= #RD (~pwstrb_mask[7:0] & reg_status1[7:0]) |  pwstrb_mask_pwdata[7:0]; 
  end
end
always @(posedge cpu_clk or negedge presetn)
begin:addr_h2_blk_SPI_CFG_2
  if(~presetn) begin
    reg_status2[7:0] <= #RD REG_STATUS2_INIT[7:0];
  end
  else if(en_addr_0002) begin
    reg_status2[7:0] <= #RD (~pwstrb_mask[7:0] & reg_status2[7:0]) |  pwstrb_mask_pwdata[7:0]; 
  end
end
always @(posedge cpu_clk or negedge presetn)
begin:addr_h3_blk_SPI_CFG_3
  if(~presetn) begin
    reg_status3_clr[7:0] <= #RD 8'h0;
  end
  else if(en_addr_0003) begin
    reg_status3_clr[7:0] <= #RD reg_status3_clr[7:0] ^ pwstrb_mask_pwdata[7:0];
  end
end
always @(posedge cpu_clk or negedge presetn)
begin:addr_h11_blk_SPI_CFG_17
  if(~presetn) begin
    reg_wdata_address_HS[7:0] <= #RD REG_WDATA_ADDRESS_HS_INIT[7:0];
  end
  else if(en_addr_0011) begin
    reg_wdata_address_HS[7:0] <= #RD (~pwstrb_mask[7:0] & reg_wdata_address_HS[7:0]) |  pwstrb_mask_pwdata[7:0]; 
  end
end
always @(posedge cpu_clk or negedge presetn)
begin:addr_h12_blk_SPI_CFG_18
  if(~presetn) begin
    reg_wdata_address_H[7:0] <= #RD REG_WDATA_ADDRESS_H_INIT[7:0];
  end
  else if(en_addr_0012) begin
    reg_wdata_address_H[7:0] <= #RD (~pwstrb_mask[7:0] & reg_wdata_address_H[7:0]) |  pwstrb_mask_pwdata[7:0]; 
  end
end
always @(posedge cpu_clk or negedge presetn)
begin:addr_h13_blk_SPI_CFG_19
  if(~presetn) begin
    reg_wdata_address_L[7:0] <= #RD REG_WDATA_ADDRESS_L_INIT[7:0];
  end
  else if(en_addr_0013) begin
    reg_wdata_address_L[7:0] <= #RD (~pwstrb_mask[7:0] & reg_wdata_address_L[7:0]) |  pwstrb_mask_pwdata[7:0]; 
  end
end
always @(posedge cpu_clk or negedge presetn)
begin:addr_h14_blk_SPI_CFG_20
  if(~presetn) begin
    reg_rdata_address_HS[7:0] <= #RD REG_RDATA_ADDRESS_HS_INIT[7:0];
  end
  else if(en_addr_0014) begin
    reg_rdata_address_HS[7:0] <= #RD (~pwstrb_mask[7:0] & reg_rdata_address_HS[7:0]) |  pwstrb_mask_pwdata[7:0]; 
  end
end
always @(posedge cpu_clk or negedge presetn)
begin:addr_h15_blk_SPI_CFG_21
  if(~presetn) begin
    reg_rdata_address_H[7:0] <= #RD REG_RDATA_ADDRESS_H_INIT[7:0];
  end
  else if(en_addr_0015) begin
    reg_rdata_address_H[7:0] <= #RD (~pwstrb_mask[7:0] & reg_rdata_address_H[7:0]) |  pwstrb_mask_pwdata[7:0]; 
  end
end
always @(posedge cpu_clk or negedge presetn)
begin:addr_h16_blk_SPI_CFG_22
  if(~presetn) begin
    reg_rdata_address_L[7:0] <= #RD REG_RDATA_ADDRESS_L_INIT[7:0];
  end
  else if(en_addr_0016) begin
    reg_rdata_address_L[7:0] <= #RD (~pwstrb_mask[7:0] & reg_rdata_address_L[7:0]) |  pwstrb_mask_pwdata[7:0]; 
  end
end
endmodule  
==> design/flow/run.sh <==
#!/bin/bash
# OpenROAD 26Q1-2900-gdf79404cd8, Yosys 0.63+post, stock flow scripts
make -C /OpenROAD-flow-scripts/flow DESIGN_CONFIG=/design/flow/config.mk WORK_HOME=/design/flow/orfs finish
==> design/flow/config.mk <==
export PLATFORM = sky130hd
export DESIGN_NAME = reg_spi_slave_reg
export DESIGN_NICKNAME = reg_spi_slave_reg
export VERILOG_FILES = /design/flow/design.v
export SDC_FILE = /design/flow/constraint.sdc
export NUM_CORES = 4
export LEC_CHECK = 1
export CORE_UTILIZATION = 30
==> design/flow/constraint.sdc <==
current_design reg_spi_slave_reg

set clk_period 1.7
set clk_io_pct 0.2

create_clock -name clk0 -period $clk_period [get_ports {cpu_clk}]

set non_clock_inputs [all_inputs -no_clocks]
set_input_delay [expr $clk_period * $clk_io_pct] -clock clk0 $non_clock_inputs
set_output_delay [expr $clk_period * $clk_io_pct] -clock clk0 [all_outputs]
==> Changelog: implementation <==
### Changed

* Fraction of layout instances using a drive strength above 1 at 0.430
* Power Dens Cells at 528 nW/um2
* Most frequently used cell type in the post-synthesis netlist: sky130_fd_sc_hd__mux2_2
* Vias per inst at ~5.4
* Die width at between 100 and 150 um
* Dpl ws at -1.04 ns
* Vertical extent of the die at ~140 um
* Most used DFF post-synth: sky130_fd_sc_hd__dfrtp_1
* Pin count of the biggest net entering global routing at 35
* Post-synthesis cell count from yosys at ~500
* HPWL Detailed at approximately 21000 um
* Count of buffering cells on the critical path with inverters included at 6
* Port buffer count at 228
* Area figure in the yosys stat output at roughly 5400 um2
* FF+latch count, synth at roughly 90
* CP max stage cell: sky130_fd_sc_hd__o41ai_4
* Register share after synthesis at 0.422
* Instance tally after logic synthesis at 502
* Final setup violation count at 3
* Cell area after synthesis at 5410 um2
* CP dominant cell by count: sky130_fd_sc_hd__buf_4
* DRC at 0
* Cell chain of the critical path: buf_12, buf_12, and3b_2, buf_4, buf_4, buf_4, nand3_1, a211oi_2, o41ai_4, buf_4, a22oi_2
* Total power after layout at 5.28 mW
* Unrepaired setup endpoints after global routing: yes
* Largest area contributor in the netlist: sky130_fd_sc_hd__dfrtp_1
* Floorplan core density at 0.309
* Number of levels the H-tree was split into at 3
* Maximum resistive drop on vdd at around 0.00074 V
* Worst setup slack after layout at -0.0551 ns
* Total of max-cap violations at 0
* Clock input transition at the sequential cells of the worst setup and hold paths at ~0.080 ns
* Vias post-DR at between 5000 and 6000
* Critical Path Source Type: input pin
* Fmax at 0.570 GHz
* Post-synthesis to final-layout area growth at 84.8%
* Insertion delay of the later-clocked pin in the worst-skew pair at 0.36 ns
* Full die area at between 15000 and 20000 um2
* Number of I/O pins at between 200 and 250
* Share of the synthesized area in the top cell type at 0.305
* Std cell rows at ~48
* Clock Skew at approximately 0.0071 ns
* Residual antenna-violating net count after detailed routing at 0
* Distinct cell type count after synthesis at 67
* Gpl congestion at 0.958
* Placed cells at around 1000
* Global-route wire length before repair at a little under 40000 um
* Total length of routed wires at 27000 um
* Critical path class: input pin to flop
* Non-Filler Instances at between 1000 and 1500
* Family with the most delay on the worst path: buffers and inverters
* Top post-synthesis cells by area: sky130_fd_sc_hd__dfrtp_1, sky130_fd_sc_hd__mux2_2, sky130_fd_sc_hd__dfstp_2, sky130_fd_sc_hd__mux2i_1, sky130_fd_sc_hd__a22oi_1
* Post-synth EDFFs at 0
* Leakage component of the power at between 4 and 5 nW
* Remaining Overflow, GRT at 0
* Arrival time at the worst endpoint at between 1.5 and 2 ns
* Fin. Hold Viols at 0
* Bufs on Longest Clock Path at 2
* Aggregate global-route resource usage at 0.300
* CTS tree: yes
* Final clock period utilization by the worst path at 1.03
* Proportion of register bits with asynchronous set or reset after synthesis at 1.00
* Highest cell delay on the worst timing path at approximately 0.34 ns
* Antenna cells at 0
* Number of fill cells at roughly 1500
* Post-Syn Area per Cell at ~11 um2
* Run status: finished, violations left
* Via count of the first global-routing pass at roughly 5900
* Number of warnings printed during yosys synthesis at 2
* Antenna violations before repair at 0
* Worst Max-Slew Pin Slew at 0.910 ns
* Pins Over Slew Limit at 0
* Sink count of the clock tree at about 90
* Required time at the worst-slack endpoint at 1.94 ns
* Highest net fanout along the worst path at 6
* Failing checks: negative setup slack
* Period minus WS final at about 1.8 ns
* Number of buffers created by CTS at 9
* Type of destination of the critical path: flop
* Routed wirelength normalized by instance count at 24.5 um
* Final design utilization at 0.572
* Std-Cell Core Area at 17500 um2
* DR pass1 iterations at 5
* Total tool warning count at 31
* Leading cell types by count after synthesis: sky130_fd_sc_hd__mux2_2, sky130_fd_sc_hd__dfrtp_1, sky130_fd_sc_hd__nand2_1, sky130_fd_sc_hd__a22oi_1, sky130_fd_sc_hd__nand3_1
* Worst hold path class: input pin to asynchronous set/reset pin
* Relative slew slack at 0.392
* Root buf cell: sky130_fd_sc_hd__clkbuf_16
* Iter 0 DRT Violations at about 320
-- what timing repair did --
action                                  CTS  global route
endpoints found under the setup margin  115            59
setup buffers                            34            15
hold endpoints to repair                 17             0
cloned                                    2             0
gates resized                           115            60
hold buffers                              1             0
pin swaps                                29            37
-- per-stage QoR --
stage	hold slack [ns]	instance area, um2	TNS, ns
finish	0.0458	9990	-0.110
global route	0.0547	9990	-0.270
CTS	0.0349	9700	-0.108
detailed placement	0.294	8910	-65.72
global placement	0.287	8910	-65.17
floorplan	0.0444	5530	-4.30
-- worst reg2reg max path, stage by stage (launching register included) --
cell and delay, ns:
sky130_fd_sc_hd__dfrtp_1 0.42, sky130_fd_sc_hd__a222oi_1 0.49, sky130_fd_sc_hd__nor2_2 0.10, sky130_fd_sc_hd__o41ai_4 0.38, sky130_fd_sc_hd__buf_4 0.18, sky130_fd_sc_hd__a22oi_2 0.04
-- worst paths after layout --
kind | from | end | slack (ns) | cells past startpoint
hold reg to reg | reg_status3_clr[7]$_DFFE_PN0P_ | reg_status3_clr[7]$_DFFE_PN0P_ | 0.48 | 1
hold / removal | presetn | pready$_DFF_PN1_ | 0.05 | 1
max in group asynchronous | presetn | asynchronous set/reset pin | 0.25 | 2
setup / recovery | paddr[3] | prdata[3]$_DFFE_PN0P_ | -0.06 | 11
min in group clk0 | reg_status3_clr[7]$_DFFE_PN0P_ | reg_status3_clr[7]$_DFFE_PN0P_ | 0.48 | 1
setup reg to reg | flop | prdata[3]$_DFFE_PN0P_ | -0.04 | 5
-- kinds of logic (layout without fill, tap and decap cells) --
group / after synthesis / after routing / synth area share
AND/OR/NAND/NOR: 144 / 145 / 0.155
multiplexers: 109 / 109 / 0.227
AND-OR/OR-AND: 106 / 106 / 0.143
flip-flops: 90 / 90 / 0.422
buffers and inverters: 45 / 419 / 0.0407
XOR/XNOR: 8 / 8 / 0.0130
-- routing by layer --
layer | up-vias | part of all wire | wire (um) | GRT usage
met1 | 2951 | 0.46 | 12500 | 0.462
met3 | 29 | 0.088 | 2370 | 0.0790
li1 | 2656 | - | - | -
met5 | - | 0 | 0 | 0
met4 | 0 | 0.017 | 447 | 0.0451
met2 | 303 | 0.43 | 11800 | 0.440
-- cells in the final DEF (no fill, tap or decap), types with 6 or more instances in the layout --
| master | instances |
|---|---|
| sky130_fd_sc_hd__dfrtp_1 | 64 |
| sky130_fd_sc_hd__nand2_1 | 32 |
| sky130_fd_sc_hd__a21oi_1 | 8 |
| sky130_fd_sc_hd__o21ai_1 | 8 |
| sky130_fd_sc_hd__mux2_2 | 74 |
| sky130_fd_sc_hd__o21ai_0 | 8 |
| sky130_fd_sc_hd__buf_6 | 28 |
| sky130_fd_sc_hd__buf_4 | 133 |
| sky130_fd_sc_hd__mux2i_1 | 19 |
| sky130_fd_sc_hd__a22oi_1 | 17 |
| sky130_fd_sc_hd__dlymetal6s2s_1 | 6 |
| sky130_fd_sc_hd__buf_12 | 13 |
| sky130_fd_sc_hd__nor2_1 | 17 |
| sky130_fd_sc_hd__clkbuf_16 | 9 |
| sky130_fd_sc_hd__o22ai_1 | 6 |
| sky130_fd_sc_hd__a22o_1 | 9 |
| sky130_fd_sc_hd__mux2_4 | 12 |
| sky130_fd_sc_hd__nand3_1 | 24 |
| sky130_fd_sc_hd__a22oi_2 | 8 |
| sky130_fd_sc_hd__dlygate4sd2_1 | 26 |
| sky130_fd_sc_hd__dfstp_2 | 24 |
| sky130_fd_sc_hd__xnor2_1 | 8 |
| sky130_fd_sc_hd__clkdlybuf4s50_1 | 185 |
-- area by class of cell --
type | instances | area (um2) | share of cell area
clock buffer | 9 | 225 | 0.0225
clock inverter | 7 | 81.3 | 0.00814
inverter | 2 | 7.51 | 0.000751
multi-input combinational | 368 | 3270 | 0.327
sequential | 90 | 2280 | 0.229
tap | 225 | 282 | 0.0282
timing repair buffer | 401 | 3840 | 0.384
-- power breakdown --
group | switching (mW) | internal (mW) | total [mW]
clock | 1.04 | 1.05 | 2.09
combinational | 0.452 | 0.586 | 1.04
sequential | 0.00180 | 2.15 | 2.15
total | 1.50 | 3.78 | 5.28
Power is estimated from default activity; no workload was simulated.
